## /design/flow/config.mk

```make
export PLATFORM = sky130hd
export DESIGN_NAME = adaptive_pad_system_with_cmu
export DESIGN_NICKNAME = adaptive_pad_system_with_cmu
export VERILOG_FILES = /design/flow/design.v
export SDC_FILE = /design/flow/constraint.sdc
export NUM_CORES = 4
export LEC_CHECK = 1
export CORE_AREA = 10 10 80 80
export DIE_AREA = 0 0 90 90
```

## /design/flow/constraint.sdc

```tcl
current_design adaptive_pad_system_with_cmu

set clk_period 1.6
set clk_io_pct 0.2

create_clock -name clk0 -period $clk_period [get_ports {clk_in}]

set non_clock_inputs [all_inputs -no_clocks]
set_input_delay [expr $clk_period * $clk_io_pct] -clock clk0 $non_clock_inputs
set_output_delay [expr $clk_period * $clk_io_pct] -clock clk0 [all_outputs]
```

## /design/flow/design.v

```verilog
`timescale 1ns/1ps
module clock_management_unit (
    input  wire clk_in,
    input  wire rst_n_in,     
    output wire clk_out,
    output wire rst_n_out     
);
    assign clk_out = clk_in;
    reg [1:0] rst_sync;
    always @(posedge clk_in or negedge rst_n_in) begin
        if (!rst_n_in) rst_sync <= 2'b00;
        else           rst_sync <= {rst_sync[0], 1'b1};
    end
    assign rst_n_out = rst_sync[1];
endmodule
`timescale 1ns/1ps
module pad_controller (
    input  wire       clk,
    input  wire       rst_n,
    input  wire [1:0] power_state,   
    input  wire       A,             
    input  wire       IE,
    input  wire       OE,
    input  wire       DS,            
    input  wire       VDD_ON,
    input  wire       enter_active,  
    output reg        pad_out
);
    localparam [1:0] ACTIVE     = 2'b00;
    localparam [1:0] SLEEP      = 2'b01;
    localparam [1:0] DEEP_SLEEP = 2'b10;
    localparam [1:0] DEEP_WAKE  = 2'b11;
    reg a_ret;
    always @(posedge clk or negedge rst_n) begin
        if (!rst_n) a_ret <= 1'b0;
        else if (enter_active) a_ret <= A;
        else if (VDD_ON && (power_state==ACTIVE) && OE) a_ret <= A;
    end
    always @(posedge clk or negedge rst_n) begin
        if (!rst_n) begin
            pad_out <= 1'b0;
        end else if (enter_active) begin
            pad_out <= A;  
        end else if (!VDD_ON) begin
            pad_out <= a_ret;  
        end else begin
            case (power_state)
                ACTIVE:     pad_out <= (OE ? A : a_ret);
                SLEEP:      pad_out <= a_ret;
                DEEP_SLEEP: pad_out <= a_ret;
                DEEP_WAKE:  pad_out <= a_ret;  
                default:    pad_out <= a_ret;
            endcase
        end
    end
endmodule
`timescale 1ns/1ps
module power_management_unit #(
    parameter DEEP_WAKE_CYCLES = 8,  
    parameter         ACTIVE_OUTPUT_MODE = 1  
) (
    input  wire clk,
    input  wire rst_n,
    input  wire sleep_req,
    input  wire deep_sleep_req,
    input  wire wakeup_req,
    input  wire cfg_ds,           
    output reg  [1:0] power_state,  
    output reg        IE,
    output reg        OE,
    output reg        DS,            
    output reg        VDD_ON,
    output reg        RTN_LEVEL,
    output reg        ISO_EN,        
    output reg        LSBIAS,        
    output wire       enter_active   
);
    localparam [1:0] ACTIVE     = 2'b00;
    localparam [1:0] SLEEP      = 2'b01;
    localparam [1:0] DEEP_SLEEP = 2'b10;
    localparam [1:0] DEEP_WAKE  = 2'b11;
    reg [1:0] next_state;
    reg [7:0] dw_cnt;
    always @(*) begin
        next_state = power_state;
        case (power_state)
            ACTIVE: begin
                if (deep_sleep_req) next_state = DEEP_SLEEP;
                else if (sleep_req) next_state = SLEEP;
            end
            SLEEP: begin
                if (wakeup_req)          next_state = ACTIVE;
                else if (deep_sleep_req) next_state = DEEP_SLEEP;
            end
            DEEP_SLEEP: begin
                if (wakeup_req) begin
                    next_state = (DEEP_WAKE_CYCLES==0) ? ACTIVE : DEEP_WAKE;
                end else if (sleep_req) begin
                    next_state = SLEEP;
                end
            end
            DEEP_WAKE: begin
                next_state = (dw_cnt==0) ? ACTIVE : DEEP_WAKE;
            end
            default: next_state = ACTIVE;
        endcase
    end
    always @(posedge clk or negedge rst_n) begin
        if (!rst_n) begin
            power_state <= ACTIVE;
            dw_cnt      <= 8'd0;
        end else begin
            power_state <= next_state;
            if (power_state==DEEP_SLEEP && wakeup_req && (DEEP_WAKE_CYCLES!=0))
                dw_cnt <= DEEP_WAKE_CYCLES[7:0];
            else if (power_state==DEEP_WAKE && next_state==DEEP_WAKE && dw_cnt!=0)
                dw_cnt <= dw_cnt - 8'd1;
            else if (next_state!=DEEP_WAKE)
                dw_cnt <= 8'd0;
        end
    end
    assign enter_active = (power_state != ACTIVE) && (next_state == ACTIVE);
    always @(*) begin
        IE=1'b0;
        OE=1'b0; DS=1'b0; VDD_ON=1'b1; RTN_LEVEL=1'b0;
        ISO_EN = 1'b0; 
        LSBIAS = 1'b0;
        case (power_state)
            ACTIVE: begin
                VDD_ON    = 1'b1;
                RTN_LEVEL = 1'b0;
                DS        = cfg_ds;
                ISO_EN    = 1'b0;
                LSBIAS    = 1'b0;
                if (ACTIVE_OUTPUT_MODE) begin OE=1'b1; IE=1'b0; end
                else                    begin OE=1'b0; IE=1'b1; end
            end
            SLEEP: begin
                VDD_ON    = 1'b0;
                RTN_LEVEL = 1'b1;  
                OE        = 1'b0;
                IE        = 1'b0;
                DS        = 1'b0;
                ISO_EN    = 1'b0;  
                LSBIAS    = 1'b0;  
            end
            DEEP_SLEEP: begin
                VDD_ON    = 1'b0;
                RTN_LEVEL = 1'b1;  
                OE        = 1'b0;
                IE        = 1'b0;
                DS        = 1'b0;
                ISO_EN    = 1'b1;  
                LSBIAS    = 1'b1;  
            end
            DEEP_WAKE: begin
                VDD_ON    = 1'b1;
                RTN_LEVEL = 1'b0;  
                OE        = 1'b0;
                IE        = 1'b0;
                DS        = 1'b0;
                ISO_EN    = 1'b0;  
                LSBIAS    = 1'b0;  
            end
        endcase
    end
endmodule
`timescale 1ns/1ps
module adaptive_pad_system_with_cmu (
    input  wire       clk_in,
    input  wire       rst_n_in,
    input  wire       sleep_req,
    input  wire       deep_sleep_req,
    input  wire       wakeup_req,
    input  wire       cfg_ds,          
    input  wire [3:0] A,               
    output wire [1:0] power_state,
    output wire [3:0] pad_out,         
    output wire       IE,
    output wire       OE,
    output wire       DS,
    output wire       VDD_ON,
    output wire       RTN_LEVEL,
    output wire       ISO_EN,         
    output wire       LSBIAS          
);
    wire clk, rst_n;
    wire enter_active; 
    clock_management_unit cmu_i (
        .clk_in   (clk_in),
        .rst_n_in (rst_n_in),
        .clk_out  (clk),
        .rst_n_out(rst_n)
    );
    power_management_unit #(
        .DEEP_WAKE_CYCLES(8),
        .ACTIVE_OUTPUT_MODE(1)
    ) pmu_i (
        .clk          (clk),
        .rst_n        (rst_n),
        .sleep_req    (sleep_req),
        .deep_sleep_req(deep_sleep_req),
        .wakeup_req   (wakeup_req),
        .cfg_ds       (cfg_ds),
        .power_state  (power_state),
        .IE           (IE),
        .OE           (OE),
        .DS           (DS),
        .VDD_ON       (VDD_ON),
        .RTN_LEVEL    (RTN_LEVEL),
        .ISO_EN       (ISO_EN),
        .LSBIAS       (LSBIAS),
        .enter_active (enter_active)
    );
    genvar i;
    generate
        for (i = 0; i < 4; i = i + 1) begin : pad_gen
            pad_controller pad_i (
                .clk        (clk),
                .rst_n      (rst_n),
                .power_state(power_state),
                .A          (A[i]),
                .IE         (IE),
                .OE         (OE),
                .DS         (DS),
                .VDD_ON     (VDD_ON),
                .enter_active(enter_active),
                .pad_out    (pad_out[i])
            );
        end
    endgenerate
endmodule
```

## /design/flow/run.sh

```bash
#!/bin/bash
# OpenROAD 26Q1-2900-gdf79404cd8, Yosys 0.63+post, stock flow scripts
make -C /OpenROAD-flow-scripts/flow DESIGN_CONFIG=/design/flow/config.mk WORK_HOME=/design/flow/orfs finish
```

==> flow_metrics.tcl <==
# metrics dict for downstream scripts
set metrics [dict create \
    rsz0062_at_grt "true" \
    fin_skew_ns 0.00113 \
    area_growth_syn_to_layout_pct 65.8 \
    power-per-cell-area_nw_per_um2 1930 \
    fmax_ghz 0.478 \
    cts_root_buf "clkbuf_8" \
    holdBufCountCts 0 \
    die.size.x_um 90 \
    finalClockPeriodUsage_pct 131 \
    io_pins 23 \
    violations "setup timing" \
    synth-area-yosys_um2 1230 \
    first_global_vias 1163 \
    leakagePower_nw 0.924 \
    grt_first_pass_wirelength_um 5490 \
    crit_path_end_kind "register" \
    yosysWarnings 3 \
    num_vias 1120 \
    portBuffers 21 \
    power_mw 3.95 \
    syn_area_per_cell_um2 10.5 \
    top_cells_by_count "dfrtp_1, inv_1, nor2_1" \
    postSynthSeqShare_pct 40.6 \
    ys_async_sr_fraction_pct 100 \
    top_logic_kind "AND-OR/OR-AND gates" \
    dp_slack_ns -0.653 \
    drive_gt1_share_pct 52.0 \
    cts_htree_levels 1 \
    numSynthFlops 20 \
    openroad.warnings 32 \
    maxCapViolCount 0 \
    die_area_um2 8100 \
    cp.arrival_ns 2.24 \
    wl_per_cell_um 13.1 \
    layout_setup_ws_ns -0.494 \
    grt_max_degree 13 \
    rows 25 \
    postRouteAntennaNets 0 \
    initCoreUtil_pct 26.1 \
    dpl_cell_area_um2 1790 \
    peakVddDrop_mv 0.927 \
    yosys_most_used_dff "dfrtp_1" \
    whs_ns 0.175 \
    synth.most_common_cell "dfrtp_1" \
    topCellsByArea "dfrtp_1, ha_1, mux2_4" \
    grt_antenna_before_repair 0 \
    dpl.hpwl_um 2430 \
    grt_overflow 0 \
    cts_buffers 3 \
    crit_fanout 4 \
    cts_tree "built" \
    synthXorXnorAreaFrac_pct 1.42 \
    cp-start-kind "register" \
    finalCriticalPeriod_ns 2.09 \
    die_y_um 90 \
    setup_tns_ns -6.62 \
    adder_share_pct 6.09 \
    coreArea_um2 4720 \
    edf_count 0 \
    ys_cells 117 \
    synthDistinctLibCells 44 \
    finalHoldViolations 0 \
    finalWirelength_um 3140 \
    clockBufferDepth 2 \
    track_usage_pct 7.82 \
    top_cell_area_share_pct 40.6 \
    first_pass_iters 4 \
    clk_pin_slew_ns 0.07 \
    synthesis.area_um2 1230 \
    hold_class "reg2async" \
    drtIter0Drc 45 \
    outcome "finished, violations left" \
    viasPerCell 4.67 \
    final-max-slew-violation-count 0 \
    ys_sh_mux_pct 11.0 \
    cts_sinks 20 \
    netlist_instances 117 \
    yosys.area_share.simple_pct 14.0 \
    path_class "reg2reg" \
    yosysTopAreaCell "dfrtp_1" \
    setup_viol 21 \
    critPathRequiredTime_ns 1.74 \
    compound_area_share_pct 19.9 \
    finish.instance_area_um2 2050 \
    clock_latency_ns 0.25 \
    n_antenna_cell 0 \
    gp_congestion 0.883 \
    drc_errors 0 \
]
path summary, 6_finish.rpt:
path / from / endpoint / slack [ns] / cells after the start
max reg2reg: pmu_i.power_state[0] / pad_gen[1].pad_i.pad_out / -0.49 / 6
max: pmu_i.power_state[0] / pad_gen[1].pad_i.pad_out / -0.49 / 6
min: cmu_i.rst_sync[1] / pmu_i.dw_cnt[0] / 0.18 / 0
min in group clk0: cmu_i.rst_sync[0] / cmu_i.rst_sync[1] / 0.35 / 0
max in group asynchronous: cmu_i.rst_sync[1] / pad_gen[0].pad_i.pad_out / 0.96 / 1
min reg2reg: cmu_i.rst_sync[1] / pmu_i.dw_cnt[0] / 0.18 / 0
through the flow:
stage	std cells	util, %
floorplan	117	-
global placement	232	37.9
detailed placement	232	37.9
CTS	239	42.1
global route	240	43.3
finish	240	43.3
critical path: stages, from the launching register on:
cell,delay (ns)
dfrtp_2,0.47
ha_4,0.19
nor2b_4,0.12
or2_1,0.23
a211o_2,0.31
o32a_4,0.35
mux2_4,0.30
cells by family (layout without fill, tap and decap cells):
| kind of cell | after synthesis | count (layout) |
|---|---|---|
| muxes | 11 | 11 |
| AOI/OAI and AO/OA | 29 | 29 |
| other | 2 | 2 |
| xor gates and xnor gates | 2 | 2 |
| buffers and inverters | 15 | 71 |
| adders and majority gates | 6 | 6 |
| and+or+nand+nor | 32 | 32 |
| DFF | 20 | 20 |
layout make-up:
cell class / count / area, µm²
fill: 419 / 2680
multi-input combinational: 82 / 827
timing repair buffer: 59 / 526
sequential: 20 / 503
tap: 67 / 83.8
clock buffer: 3 / 41.3
inverter: 8 / 35.0
clock inverter: 1 / 30.0
report_power, final:
group,total (mW),internal [mW],switching [mW]
sequential,0.806,0.685,0.121
clock,0.488,0.334,0.154
combinational,2.65,1.58,1.07
total,3.95,2.60,1.35
per-layer routing:
metal	vias to the layer above	global-route usage [%]	wire, µm
li1	526	-	-
met1	558	9.79	1350
met2	32	13.9	1630
met3	4	1.59	133
met4	0	1.06	33
met5	-	0	0
layout by cell type (no fill, tap or decap), types with 3 or more instances in the layout:
| cell type | instances |
|---|---|
| buf_4 | 29 |
| dfrtp_1 | 18 |
| clkdlybuf4s50_1 | 15 |
| buf_6 | 9 |
| nand2_1 | 6 |
| nor2_1 | 6 |
| inv_1 | 5 |
| mux2_4 | 4 |
| mux2_2 | 4 |
| ha_4 | 4 |
| mux2i_1 | 3 |
| clkbuf_8 | 3 |
| dlymetal6s2s_1 | 3 |
what timing repair did:
| action | CTS | global route |
|---|---|---|
| setup buffers | 4 | 3 |
| endpoints found under the setup margin | 25 | 26 |
| gates resized | 29 | 20 |
| pin swaps | 4 | 7 |
registers in the layout, summed over array words and instances (netlist names):
| register | count |
|---|---|
| pmu_i.dw_cnt | 8 |
| pad_gen.pad_i.a_ret | 4 |
| pad_gen.pad_i.pad_out | 4 |
| cmu_i.rst_sync | 2 |
| pmu_i.power_state | 2 |
No activity file was given, so power comes from the tool's default toggle rates.
